**run.sh**
```bash
#!/bin/bash
# OpenROAD 26Q1-2900-gdf79404cd8, Yosys 0.63+post, stock flow scripts
make -C /OpenROAD-flow-scripts/flow DESIGN_CONFIG=/design/flow/config.mk WORK_HOME=/design/flow/orfs finish
```
**config.mk**
```make
export PLATFORM = sky130hd
export DESIGN_NAME = regfile
export DESIGN_NICKNAME = regfile
export VERILOG_FILES = /design/flow/design.v
export SDC_FILE = /design/flow/constraint.sdc
export NUM_CORES = 4
export LEC_CHECK = 1
export CORE_UTILIZATION = 40
```
**constraint.sdc**
```tcl
current_design regfile

set clk_period 10.0
set clk_io_pct 0.2

create_clock -name clk0 -period $clk_period [get_ports {clk}]

set non_clock_inputs [all_inputs -no_clocks]
set_input_delay [expr $clk_period * $clk_io_pct] -clock clk0 $non_clock_inputs
set_output_delay [expr $clk_period * $clk_io_pct] -clock clk0 [all_outputs]
```
**design.v**
```verilog
module regfile(
	input1,
	input2,
	writeReg,
	writeEN,
	clk,
	writeData,
	data1,
	data2
);
input [4:0] input1;
input [4:0] input2;
input writeEN;
input clk;
input [4:0] writeReg;
input [31:0] writeData;
output [31:0] data1;
output [31:0] data2;
wire [4:0] input1;
wire [4:0] writeReg;
wire [4:0] input2;
wire writeEN;
wire clk;
wire [31:0] writeData;
reg [31:0] data1;
reg [31:0] data2;
reg [31:0] registers[31:0];
initial begin   
 registers[0] = 32'h0000_0000;
end
always @(posedge clk)
	begin
		if (writeEN === 1 & writeReg !== 5'b00000)
			registers[writeReg] = writeData;	
	end
always @(*)
begin
	data1 = registers[input1];
	data2 = registers[input2];
end
endmodule
```
==> impl_metrics.csv <==
group,metric,value,unit
timing,finalClockPeriodUsage,0.736,
final_layout,largest_reg_flops,1024,
critical_path,path_class,"input port to primary output",
synth,yosys.stat.seqShare,0.631,
synth,yosys-stat-area,48800,um2
outcome,status,"finished, final reports clean",
route,initialDrtViolationCount,1727,
global_route,grt.busiest_layer,"met2",
pwr,ir_drop,147,uV
placed_design,post-dp-hpwl,81900,um
final_layout,design_area,55200,um2
global_route,grt_pass1_wl,215000,um
clock_tree,cts_root_buf,"clkbuf_16",
hold_path,hold_start,"writeData[30]",
route,wl_per_cell,28.9,um
final_layout,postLayoutCoreUtil,0.458,
critical_path,cp_data_required_time,8.00,ns
timing,max_freq,136,MHz
global_route,gr-usage-met1,0.335,
synth,flop_cell,"edfxtp_1",
critical_path,crit_path_start_kind,"input port",
clock_tree,clockBufferDepth,3,
pwr,power_leakage,20.2,nW
route,viasPerCell,5.90,
die,die_y,351,um
global_route,met2_usage,0.396,
synth,syn_inst,3386,
route,drt_first_pass_iters,5,
route,via_count,30728,
pwr,p_int,7.25,mW
critical_path,end_kind,"primary output",
timing,rsz0062_at_grt,"no",
synth,edf_count,1024,
route,drt-total-wl,150000,um
synth,ys.flops,1024,
global_route,met3_usage,0.141,
global_route,grt_max_degree,89,
timing,finalSetupViolCount,0,
final_layout,area_growth,13.1,%
pwr,combPwrFrac,0.094,
timing,maxSlewHeadroom,0.339,
placed_design,dpl.cell_count,5010,
synth,top_cell_area_share,0.631,
synth,top_area_cell,"edfxtp_1",
hold_path,min_path_type,"input port to flop",
placed_design,placed_area,51900,um2
clock_tree,post-cts-setup-buffer-count,0,
die,die-area,123000,um2
global_route,grt_usage,0.262,
die,core,120000,um2
synth,ys_async_sr_fraction,0,
synth,synthTopCellsByArea,"edfxtp_1, mux2i_1, a22oi_1, a22o_1, nand3_1",
clock_tree,cts.clk_slew.worst_paths,0.06,ns
global_route,antenna_found_initial,6,
hold_path,hold_path_end,"registers[15][30]",
pwr,power_density,171,nW/um2
final_layout,drive_gt1_frac,0.0868,
timing,min_period,7.36,ns
timing,finalSetupTns,0,ns
pwr,p_total,9.44,mW
critical_path,worstPathMaxFanout,47,
global_route,grt_pass1_vias,31526,
pwr,clock_power_share,0.397,
global_route,grt-ovfl-total,0,
hold_path,min_path_cells,2,
timing,final-hold-violation-count,0,
pwr,p_seq_frac,0.510,
synth,yosysWarningCount,1,
placed_design,place_congestion,0.868,
clock_tree,htree_levels,3,
synth,avgSynthCellArea,14.4,um2
pwr,p_sw_frac,0.233,
die,die_w,351,um
synth,synth_cell_types,24,
synth,ys_cells,3386,
die,rows,127,
placed_design,io_buffers,112,
clock_tree,ctsHoldBuffers,0,
synth,syn_area,48800,um2
die,io_pins,113,
clock_tree,cts_inserted_buffers,108,
clock_tree,cts_sinks,1024,
final_layout,instances_no_fill,5209,
route,antenna_left,0,
timing,slew_violations,0,
run,warnings,26,
critical_path,crit_arrival,5.36,ns
clock_tree,cts_tree,"yes",
pwr,p_sw,2.20,mW
route,drc,0,
timing,tightest_slew,0.988,ns
clock_tree,post_cts_resize_count,0,
die,initCoreUtil,0.405,
run,drv_cap,0,
## cells in the final DEF (no fill, tap or decap), types with 33 or more instances in the layout
cell / Yosys / final
mux2i_1: 1024 / 1024
edfxtp_1: 1024 / 1024
buf_4: 57 / 107
a22o_1: 128 / 128
a22oi_1: 192 / 192
nand2_1: 195 / 193
nor3_1: 64 / 64
clkbuf_16: 0 / 111
nor2_4: 0 / 33
a21oi_1: 192 / 192
clkdlybuf4s50_1: 0 / 110
a31oi_1: 64 / 64
nand3_1: 194 / 194
## stage by stage
stage / setup slack (ns) / hold slack (ns)
2_1_floorplan: 4.95 / 2.10
3_3_place_gp: 2.69 / 2.83
3_5_place_dp: 2.68 / 2.83
4_1_cts: 2.68 / 2.11
5_1_grt: 2.57 / 2.14
6_report: 2.64 / 2.14
## final cells by class
| class | instances | area [um2] |
|---|---|---|
| diodes | 2 | 5.00 |
| clock buffers | 140 | 2890 |
| clock inverters | 57 | 382 |
| fillers | 10484 | 65300 |
| multi-input cells | 2140 | 16900 |
| flip-flops and latches | 1024 | 30700 |
| well taps | 1612 | 2020 |
| repair buffers | 234 | 2230 |
## per-layer routing
| layer | vias to the layer above | share of wire |
|---|---|---|
| met5 | - | 0.0017 |
| met4 | 16 | 0.039 |
| met3 | 289 | 0.13 |
| met2 | 1607 | 0.47 |
| met1 | 15180 | 0.36 |
| li1 | 13636 | - |
## power by group through the flow
stage / clock, mW / combinational (mW) / sequential [mW]
4_1_cts: 3.80 / 0.881 / 4.81
5_1_grt: 3.96 / 0.940 / 4.82
6_report: 3.74 / 0.885 / 4.81
## synthesized netlist by cell type, types with 37 or more instances
cell	number
a21oi_1	192
a22o_1	128
a22oi_1	192
a31oi_1	64
buf_2	62
buf_4	57
buf_6	37
clkbuf_1	82
edfxtp_1	1024
mux2i_1	1024
nand2_1	195
nand3_1	194
nor3_1	64
## kinds of logic after synthesis
group,share of synthesized area
and+or+nand+nor,0.0471
AOI/OAI and AO/OA,0.0805
buffers and inverters,0.0315
DFF,0.631
muxes,0.210
other,0.0000769
## worst max-delay path, stage by stage
cell and delay (ns):
clkdlybuf4s50_1 0.53, nor2_4 0.66, buf_4 0.74, a22o_1 0.24, nor3_1 0.05, a31oi_1 0.20
nand3_1 0.36, clkdlybuf4s50_1 0.53
## worst max-delay path by stage
stage              from       end  slack [ns]  depth (start not counted)
CTS           input2[2]  data2[8]        2.68                          8
global route  input2[2]  data2[8]        2.57                          8
finish        input2[2]  data2[8]        2.64                          8
Power and IR drop assume default switching activity.
